File: flow/run.sh
#!/bin/bash
# OpenROAD 26Q1-2900-gdf79404cd8, Yosys 0.63+post, stock flow scripts
make -C /OpenROAD-flow-scripts/flow DESIGN_CONFIG=/design/flow/config.mk WORK_HOME=/design/flow/orfs finish
File: flow/config.mk
export PLATFORM = sky130hd
export DESIGN_NAME = SPI_Master
export DESIGN_NICKNAME = SPI_Master
export VERILOG_FILES = /design/flow/design.v
export SDC_FILE = /design/flow/constraint.sdc
export NUM_CORES = 4
export LEC_CHECK = 1
export CORE_UTILIZATION = 50
File: flow/constraint.sdc
current_design SPI_Master

set clk_period 34.1
set clk_io_pct 0.2

create_clock -name clk0 -period $clk_period [get_ports {clk}]

set non_clock_inputs [all_inputs -no_clocks]
set_input_delay [expr $clk_period * $clk_io_pct] -clock clk0 $non_clock_inputs
set_output_delay [expr $clk_period * $clk_io_pct] -clock clk0 [all_outputs]
File: flow/design.v
module SPI_Master(clk, rst_n, MOSI, SS_n,MISO);
input MOSI, SS_n, clk, rst_n;
output MISO;
wire [9:0] rx_data;
wire [7:0] tx_data;
wire rx_valid, tx_valid;
RAM m1(rx_data, rx_valid, clk, rst_n, tx_data, tx_valid);
SPI_Slave spi(MOSI, MISO, SS_n, clk, rst_n, rx_data, rx_valid, tx_data, tx_valid);
endmodule
module RAM(din, rx_valid, clk, rst_n, dout, tx_valid);
parameter MEM_DEPTH=256;
parameter ADDR_SIZE=8;
input [ADDR_SIZE+1:0] din;
input rx_valid, clk, rst_n;
output reg [ADDR_SIZE-1:0] dout;
output reg tx_valid;
reg [ADDR_SIZE-1:0] mem [MEM_DEPTH-1:0];
 reg [ADDR_SIZE-1:0] wr_add, rd_add;
always @(posedge clk ) begin
	if (~rst_n) begin
		dout<=0;
		tx_valid<=0;
		wr_add<={ADDR_SIZE{1'b0}};
		rd_add<={ADDR_SIZE{1'b0}};
	end
	else if(rx_valid) begin
		   if(din[9:8]==2'b00)
		     wr_add<=din[7:0];
		  else if(din[9:8]==2'b01)
		     mem[wr_add]<=din[7:0];
		   else if (din[9:8]==2'b10)
		     rd_add<=din[7:0];
    else if (din[9:8]==2'b11) begin
               dout<=mem[rd_add];
               tx_valid<=1;
          end
         end
     else
     tx_valid<=0; 
end
endmodule
module SPI_Slave(MOSI, MISO, SS_n, clk, rst_n, rx_data, rx_valid, tx_data, tx_valid);
parameter IDLE=3'b000;
parameter CHK_CMD=3'b001;
parameter WRITE=3'b010;
parameter READ_ADD=3'b011;
parameter READ_DATA=3'b100;
input MOSI, SS_n, clk, rst_n, tx_valid;
input [7:0] tx_data;
output reg MISO, rx_valid;
output reg [9:0] rx_data;
(* fsm_encoding = "one_hot" *)
reg [2:0] cs,ns;
reg [3:0] counter;
reg addr_received=0;
reg [9:0] shift_reg;
always @(posedge clk) begin
	if (~rst_n) begin
		cs<=IDLE; 
	end
	else begin
		cs<=ns;
	end
end
always@(*) begin
	case(cs)
	    IDLE:   if(SS_n)
	                ns=IDLE;
	            else 
	                 ns=CHK_CMD;
        CHK_CMD: if(SS_n)
                      ns=IDLE;
                  else if(SS_n==0 && MOSI==0)
                      ns=WRITE;
                  else if(SS_n==0 && MOSI==1 && addr_received==0)
                      ns=READ_ADD;
                   else 
                      ns=READ_DATA;
        WRITE:  if(SS_n==1)
                    ns=IDLE;
                else 
                     ns=WRITE;
        READ_ADD: if(SS_n==1 )
                    ns=IDLE;
                  else 
                     ns=READ_ADD;
        READ_DATA:  if(SS_n==1)
                       ns=IDLE;
                    else 
                       ns=READ_DATA;
        default: ns=IDLE;
        endcase
end
always @(posedge clk) begin
    if(~rst_n) begin
    	 rx_data<=0; rx_valid<=0; MISO<=0; counter<=0; shift_reg<=0; addr_received<=0;
    end
	case(cs) 
	IDLE:    begin
		       rx_valid<=0;  counter<=0; MISO<=0;
	         end
	CHK_CMD:  begin
		      rx_valid<=0; counter<=0; shift_reg<=0;
	         end
	WRITE: begin 
	           if(counter>=0 && counter<10) begin
	           	  shift_reg<={shift_reg[8:0], MOSI};        	  
	           end
	           if(counter==10) begin
	           	   rx_data<=shift_reg;
	           	   rx_valid<=1;
	           end
	             if(counter<10)
	           counter<=counter+1;
	             else 
	                counter<=0;
		       end
    READ_ADD: begin  if(counter>=0 && counter <10) begin
	           	  shift_reg<={shift_reg[8:0], MOSI};
	           end
	           if(counter==10) begin
	           	   rx_data<=shift_reg;
	           	   rx_valid<=1;
	           	   addr_received<=1;
	           end
	             if(counter<10)
	           counter<=counter+1;
	             else 
	                counter<=0;
	           end
	READ_DATA: begin 
		       if(counter==0) begin
	           	  shift_reg<={shift_reg[8:0], MOSI};
	           end
	            else if (counter==1) begin
	               rx_data<={shift_reg[0],MOSI, 8'd0};
	               rx_valid<=1;
	            end
	             else if(counter>2 && counter <=10) begin
	             	 MISO<=tx_data[10-counter];
	             end
	             if (counter==10)
	                addr_received<=0;
	                 if(counter<10)
	           counter<=counter+1;
	             else 
	                counter<=0;
	           end
	default: begin
		     rx_data<=0; rx_valid<=0; MISO<=0; counter<=0; shift_reg<=0; addr_received<=0;
	         end
	endcase
end
endmodule
==> impl_metrics.yaml <==
# generated from flow reports
die:
  fp_util_pct: 50.36
  core.rowCount: 148
  die_y_um: 406.7
  die_x_um: 406.7
  io_pins: 5
  core_area_mm2: 0.1626
  dieArea_mm2: 0.1654
route:
  drcViolationCount: 0
  wl_mm: 226.4
  vias_per_cell: 6.266
  vias: 41027
  ant_nets: 0
  wl_met2_mm: 102.6
  top_layer: "met5"
  drtPass1Iterations: 6
  wl_met3_mm: 41.15
  wl_per_cell_um: 34.58
  drt-met1-wl_mm: 74.33
  drt_iter0_drc: 3174
timing:
  hold_viol: 0
  drv_slew: 0
  fmaxAchievable_mhz: 105.8
  finalSetupViolCount: 0
  finalClockPeriodUsage_pct: 27.72
  worst_pin_slew_ns: 1.105
  fin_setup_tns_ns: 0
  finalCriticalPeriod_ns: 9.454
  skew_ns: 0.02881
  slew_headroom_pct: 25.68
  rsz0062_at_grt: "no"
global_routing:
  track_usage_pct: 31.74
  grt_pass1_vias: 45182
  grt_max_degree: 102
  overflow: 0
  antenna_found_initial: 6
  grt_pass1_wl_mm: 324.4
placement:
  place_hpwl_mm: 141.8
  port-buffer-count: 4
  globalplace.congestion: 0.9533
worst_hold_path:
  hp-class: "reg -> reg"
critical_path:
  r2r_slack_ns: 28.56
  endpoint_kind: "register"
  reg2reg_depth: 10
  criticalPathCategory: "in -> reg"
  required_ns: 34.56
  worstSetupStartpoint: "rst_n"
  rr_endpoint: "m1.dout[5]$_SDFFE_PN0P_"
  cp_max_fo: 10
  cp-start-kind: "primary input"
  cp.arrival_ns: 9.91
  crit_path_end: "m1.mem[220][4]$_DFFE_PP_"
  r2r-start: "m1.rd_add[0]$_SDFFE_PN0P_"
yosys:
  synth.most_common_cell: "edfxtp_1"
  synth_cells: 4060
  yosysTopAreaCellShare_pct: 75.11
  synth_warnings: 3
  ys.flop_type: "edfxtp_1"
  edf_count: 2048
  avgSynthCellArea_um2: 20.17
  synth.largest_area_cell: "edfxtp_1"
  ys_seq_elements: 2104
  mappedNetlistArea_mm2: 0.08188
  area_leaders: "edfxtp_1, mux4_2, mux2i_1"
  async_reset_ff_share_pct: 0
  ys_cells: 4060
  synth.distinct_cells: 71
  top_cells_by_count: "edfxtp_1, mux4_2, nor2_1"
  ys_chip_area_mm2: 0.08188
  postSynthSeqShare_pct: 76.48
layout:
  drive_gt1_share_pct: 20.88
  fin_util_pct: 56.36
  area_growth_pct: 11.92
  largest_reg_flops: 2048
power_and_ir_drop:
  power.density_mw_per_mm2: 56.44
  ir_worst_vdd_mv: 0.05374
  leakage_nw: 26.25
clock_tree:
  cts_max_level: 4
  postCtsHoldBufs: 0
  clk_latency_ns: 0.83
  cts-buffers-inserted: 205
  cts.path.max_buffers: 3
  cts-root-buf: "clkbuf_16"
  path_clk_slew_ns: 0.06
  post_cts_buffers: 0
  cts_resized: 0
  cts_tree: "built"
  cts_sinks: 2104
run:
  warnings: 32
  drv_cap: 0
status:
  run_status: "completed"
power by group:
part	switching [mW]	internal [mW]	total [mW]
logic	0.00232	0.00101	0.00334
clock network	0.965	1.41	2.38
registers	0.000503	2.79	2.79
routing by layer:
metal  vias to the layer above  global-route usage (%)
met2                      2999                   42.81
met1                     20511                   43.20
met4                        26                   7.605
met5                         -                   3.895
li1                      17078                       -
met3                       413                   25.03
worst max-delay path, cell delays in order:
cell and delay, ns:
clkdlybuf4s50_1 0.45, buf_4 0.18, and4b_1 0.27, nor3b_1 0.46, nand3_1 0.63, buf_4 0.49
nor2_1 0.58
worst min path at each step:
stage                                   start                       to  depth (start not counted)
after CTS             m1.dout[3]$_SDFFE_PN0P_  m1.dout[3]$_SDFFE_PN0P_                          2
after global routing  m1.dout[3]$_SDFFE_PN0P_  m1.dout[3]$_SDFFE_PN0P_                          2
final                 m1.dout[3]$_SDFFE_PN0P_  m1.dout[3]$_SDFFE_PN0P_                          2
cell type report:
class | instances | area, µm²
Antenna cell | 5 | 12.51
Clock buffer | 247 | 5445
Clock inverter | 136 | 1703
Fill cell | 11957 | 70950
Inverter | 13 | 53.80
Multi-Input combinational cell | 1708 | 17720
Sequential cell | 2104 | 62670
Tap cell | 2175 | 2721
Timing Repair Buffer | 160 | 1311
cell usage in the layout (no fill, tap or decap), types with 46 or more instances in the layout:
master     count
o22ai_1       89
o21ai_0       50
mux4_2       407
nor2_1       333
mux2i_1      280
edfxtp_1    2048
buf_4        148
clkbuf_16    211
nor3_1        46
nand2_1      107
kinds of logic (layout without fill, tap and decap cells):
family	after synthesis	count (layout)	synth area share [%]
buffers and inverters	248	556	1.915
flip-flops	2104	2104	76.48
AND-OR/OR-AND	381	381	3.243
other	0	5	0
XOR/XNOR	2	2	0.02140
AND/OR/NAND/NOR	618	618	3.293
multiplexers	703	703	14.99
adder cells (fa/ha/maj)	4	4	0.06113
per-stage QoR:
stage	cell area, µm²	worst slack, ns	power (mW)	hold WS (ns)	std cells
after global routing	91630	24.46	5.297	0.4948	6545
after CTS	91620	24.76	5.205	0.4685	6543
after detailed placement	84480	23.88	2.849	0.4543	6160
after floorplan	81880	25.48	2.849	0.4277	4060
after global placement	84480	23.95	2.849	0.4442	6160
final	91640	24.65	5.172	0.4691	6548
Power figures rest on the tool's default switching activity, not on a simulated workload.
